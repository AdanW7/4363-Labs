### design/flow/run.sh
#!/bin/bash
# OpenROAD 26Q1-2900-gdf79404cd8, Yosys 0.63+post, stock flow scripts
make -C /OpenROAD-flow-scripts/flow DESIGN_CONFIG=/design/flow/config.mk WORK_HOME=/design/flow/orfs finish
### design/flow/config.mk
export PLATFORM = sky130hd
export DESIGN_NAME = pcr
export DESIGN_NICKNAME = pcr
export VERILOG_FILES = /design/flow/design.v
export SDC_FILE = /design/flow/constraint.sdc
export NUM_CORES = 4
export LEC_CHECK = 1
export CORE_UTILIZATION = 40
### design/flow/constraint.sdc
current_design pcr

set clk_period 10.7
set clk_io_pct 0.2

create_clock -name clk0 -period $clk_period [get_ports {clk}]

set non_clock_inputs [all_inputs -no_clocks]
set_input_delay [expr $clk_period * $clk_io_pct] -clock clk0 $non_clock_inputs
set_output_delay [expr $clk_period * $clk_io_pct] -clock clk0 [all_outputs]
### design/flow/design.v
`timescale 1ns / 1ps
module pcr(
     input clk,
     input branchTaken,
     input stall,
     input [31:0] branchPCOffset,
     output reg [31:0] PC
    );
    initial
    begin
        PC = 0;
    end
    always @(posedge clk)
    begin
        if (branchTaken  && !stall ) begin  
               PC <= PC + branchPCOffset;
          end
          else if (stall) begin  
             PC <= PC;
          end
          else begin
             PC <= PC + 4;
          end
     end
endmodule
==> impl_metrics.toml <==
# implementation run metrics
[synthesis]
ys_types = 61
synth_chip_area_um2 = 3760
ys_sh_xor = 0.105
synth-edff-count = 32
aoi_share = 0.259
adder_share = 0.112
synthFlopType = "edfxtp_1"
synthArstFlopShare = 0
syn_avg_cell_area_um2 = 8.29
top_logic_kind = "AND-OR/OR-AND gates"
ys_seq_share = 0.256
netlist_area_um2 = 3760
simple_gate_share = 0.220
synth.ff_latch_count = 32
ys_sh_mux = 0.0137
netlist_instances = 453
ys_cells = 453
synth_warnings = 1

[clock_tree]
cts_hold_buffers = 0
root_buffer = "clkbuf_8"
clock_sinks = 32
cts_max_level = 2
worstSkewPairLatency_ps = 280
post_cts_buffers = 0
cts.clk_slew.worst_paths_ps = 70
cts_buffer_depth = 2
cts_tree = "built"
cts_buffers = 5
cts_resized = 0

[route]
vias = 3596
drtAntennaViolNets = 0
drt_iter0_drc = 213
n_antenna_cell = 0
drc_errors = 0
wl_mm = 10.0
avgViaCountPerCell = 5.81
wl_per_cell_um = 16.2
dr.pass1.iters = 5

[grt]
grt_max_degree = 39
overflow = 0
gr-usage-all-layers = 0.217
grt_pass1_vias = 3325
grt_pass1_wl_mm = 16.4
antenna_found_initial = 0

[finish]
regArea_um2 = 961
logic_area_um2 = 2660
regMostFlops = "PC"
largest_reg_flops = 32
fillers = 870
drive_gt1_frac = 0.0512
syn_to_final_growth_pct = 21.9
largest_registers = "PC: 32 flops"

[sta]
fin_skew_ps = 7.49
finalCritPeriodShare = 0.463
slew_headroom = 0.569
tns_ps = 0
period_needed_ps = 4950
worstMarginPinSlew_ps = 631
fmax_mhz = 202
finalWorstSetupSlack_ps = 5750
drv_slew = 0
rsz0062_at_grt = "no"
setup_violations = 0
hold_viol_final = 0

[worst_setup_path]
crit_required_ps = 10810
cpMaxStageDelayCell = "a31oi_1"
slowest_delay_ps = 470
startpoint_type = "primary input"
cp.arrival_ps = 5060
crit_chain = "clkdlybuf4s50_1 > ha_1 > inv_1 > fa_1 > nor2b_1 > o31a_1 > o211ai_1 > a31oi_1 > a2111oi_0 > a31o_1 > o22ai_1"
cp-end-kind = "flip-flop"
path_max_fanout = 4
crit_type = "primary input to flip-flop"

[power_and_ir_drop]
switching_power_w = 0.000206
p_per_area_nw_per_um2 = 117
power.share.clock = 0.169
ir_drop_mv = 0.0606
internal_power_w = 0.000329
p_leak_nw = 1.80
seq_power_share = 0.338
share_comb_of_total_power = 0.493
netSwitchingFraction = 0.385

[job]
maxCapViolations = 0
warning_count = 25

[placed_design]
numPortBuffers = 66
hpwlAfterDp_mm = 7.64
place_congestion = 0.927
post-place-ws_ps = 5490

[die]
fp_util = 0.411
rows = 35
pin_count = 67
die_x_um = 98.9
die_y_um = 98.9
chipArea_um2 = 9790
core_area_um2 = 9150

[status]
status = "finished clean"

[worst_hold_path]
hp-class = "flip-flop to flip-flop"
[worst max-delay path, delay by kind of cell]
family	cells	cell delay [ps]
compound gates	6	1620
fa+ha+maj	2	570
buf+inv	2	520
simple gates	1	200
[cells in the final DEF (no fill, tap or decap), types with 5 or more instances in the layout]
master,instances
nor2b_1,6
o21a_1,5
o21ai_0,35
and4_1,5
and3_1,8
a211oi_1,7
o211ai_1,8
xnor2_1,24
o21ai_1,7
nor2_1,31
or3_1,6
nand4_1,11
edfxtp_1,32
a21oi_1,30
inv_1,13
nand2_1,46
clkdlybuf4s50_1,66
and2_1,6
nand3_1,18
a21o_1,14
nor3_1,6
xor2_1,21
ha_1,32
clkbuf_8,5
[per-stage QoR]
| stage | std cells | hold slack [ps] | instance area (um2) | power [W] | utilization |
|---|---|---|---|---|---|
| 2_1_floorplan | 453 | 527 | 3760 | 0.000357 | - |
| 3_3_place_gp | 612 | 586 | 4500 | 0.000445 | 0.492 |
| 3_5_place_dp | 612 | 585 | 4500 | 0.000444 | 0.492 |
| 4_1_cts | 619 | 602 | 4580 | 0.000539 | 0.500 |
| 5_1_grt | 619 | 620 | 4580 | 0.000576 | 0.500 |
| 6_report | 619 | 600 | 4580 | 0.000535 | 0.500 |
[path summary, 6_finish.rpt]
| path | slack, ps | start | end | cells after the start |
|---|---|---|---|---|
| min | 600 | PC[31]$_DFFE_PP_ | PC[31]$_DFFE_PP_ | 1 |
| min reg2reg | 600 | PC[31]$_DFFE_PP_ | PC[31]$_DFFE_PP_ | 1 |
| max reg2reg | 7720 | PC[7]$_DFFE_PP_ | PC[30]$_DFFE_PP_ | 8 |
| max | 5750 | branchPCOffset[0] | PC[30]$_DFFE_PP_ | 11 |
[cell families after synthesis]
| group | Yosys count |
|---|---|
| AND/OR/NAND/NOR | 158 |
| XOR/XNOR | 45 |
| multiplexers | 5 |
| buffers and inverters | 35 |
| AND-OR/OR-AND | 145 |
| adder cells (fa/ha/maj) | 33 |
| flip-flops | 32 |
[cell usage after synthesis, types with 4 or more instances]
library cell,count,area share
a211oi_1,7,0.014
o21bai_1,4,0.0080
clkbuf_1,20,0.020
and3_1,8,0.013
nor3_1,6,0.0080
xnor2_1,24,0.056
nor2b_1,6,0.010
o21ai_1,7,0.0093
nand2_1,46,0.046
mux2i_1,4,0.011
o211a_1,4,0.011
and2_1,6,0.010
edfxtp_1,32,0.26
nand3_1,18,0.024
a31oi_1,4,0.0067
nor2_1,31,0.031
ha_1,32,0.11
a21oi_1,30,0.040
inv_1,13,0.013
or3_1,6,0.010
nand4_1,11,0.018
o21ai_0,35,0.047
and4_1,5,0.012
a21o_1,14,0.028
o21a_1,5,0.010
o211ai_1,8,0.016
xor2_1,21,0.049
[metal layers]
metal  GRT usage  part of all wire  routed length, um  vias to the layer above
li1            -                 -                  -                     1811
met4      0.0126            0.0040                 40                        0
met3      0.0404             0.065                649                        2
met1       0.349              0.49               4940                     1664
met2       0.325              0.44               4390                      119
met5           0                 0                  0                        -
[cell type report]
type / count / area share
Tap cell: 111 / 0.0303
Clock buffer: 5 / 0.0150
Inverter: 13 / 0.0107
Clock inverter: 2 / 0.00164
Sequential cell: 32 / 0.210
Multi-Input combinational cell: 386 / 0.582
Timing Repair Buffer: 70 / 0.151
[power by group through the flow]
stage	Clock (W)	Combinational (W)	Sequential, W
after CTS	0.0000951	0.000263	0.000181
after global routing	0.0000988	0.000293	0.000184
final	0.0000905	0.000264	0.000181
Power and IR drop assume default switching activity.
