$ cat flow/design.v
`timescale 1ns / 1ps
module forward(
    input bypassAfromMEM,
    input bypassAfromALUinWB,
    input bypassAfromLWinWB,
    input bypassBfromMEM,
    input bypassBfromALUinWB,
    input bypassBfromLWinWB,
    input [31:0] IDEXA,
    input [31:0] IDEXB,
    input [31:0] MEMWBValue,
    input [31:0] EXMEMALUOut,
    output reg [31:0] Ain,
    output reg [31:0] Bin
    );
    reg [31:0] tempA;
    reg [31:0] tempB;
    always @* begin
        if(bypassAfromALUinWB || bypassAfromLWinWB)begin
            tempA<=MEMWBValue;
        end
        else begin
            tempA<=IDEXA;
        end
        if(bypassBfromMEM) begin
            Ain<=EXMEMALUOut;
        end
        else begin
            Ain<=tempA;
        end
        if(bypassBfromALUinWB || bypassBfromLWinWB)begin
            tempB<=MEMWBValue;
        end
        else begin
            tempB<=IDEXB;
        end
        if(bypassBfromMEM) begin
            Bin<=EXMEMALUOut;
        end
        else begin
            Bin<=tempB;
        end
    end
endmodule
$ cat flow/run.sh
#!/bin/bash
# OpenROAD 26Q1-2900-gdf79404cd8, Yosys 0.63+post, stock flow scripts
make -C /OpenROAD-flow-scripts/flow DESIGN_CONFIG=/design/flow/config.mk WORK_HOME=/design/flow/orfs finish
$ cat flow/config.mk
export PLATFORM = sky130hd
export DESIGN_NAME = forward
export DESIGN_NICKNAME = forward
export VERILOG_FILES = /design/flow/design.v
export SDC_FILE = /design/flow/constraint.sdc
export NUM_CORES = 4
export LEC_CHECK = 1
export CORE_AREA = 10 10 119 119
export DIE_AREA = 0 0 129 129
$ cat flow/constraint.sdc
current_design forward

set clk_period 1.0
set clk_io_pct 0.2

create_clock -name clk0 -period $clk_period

set non_clock_inputs [all_inputs -no_clocks]
set_input_delay [expr $clk_period * $clk_io_pct] -clock clk0 $non_clock_inputs
set_output_delay [expr $clk_period * $clk_io_pct] -clock clk0 [all_outputs]
==> run notes <==
The implementation run finished. Overall power consumption after layout is estimated at 0.00193 W. Worst slew slack as a fraction of its limit landed at 74.3%. The analysis attributes to cell leakage a power of 1.70 nW.

Number of antenna diodes landed at 0. Total power per unit cell area landed at 422 mW/mm^2. Count of antenna-violating nets left after detailed routing landed at 0. The worst setup path is captured at an output port. Total track usage landed at 13.2%. Overflow left after global routing landed at 0. The switching portion of total power comes to 41.5%.

Entering global routing, the biggest net connects 30 pins. Number of primary I/O pins landed at 198. Detailed-route wire length per cell landed at 21.1 um. The wire-length estimate of the detail-placed layout is 8450 um. Share of total power in the clock network landed at 0%.

Worst-case setup margin in the final layout landed at -396 ps. For this block, the via count after detailed routing is 2903. Based on the critical path, the design can be clocked at up to 0.716 GHz. Number of max-slew violations in the final report landed at 0. In the finished design, the share of the clock period the worst path needs comes to 140%.

The gate-level netlist out of Yosys references 11 unique cell types. Portion of the post-synthesis area used by sequential elements landed at 0%. Setup repair after global routing could not meet its margin everywhere.

Once layout is complete, the cells apart from fillers number 576. In this run, the number of DRC markers left after iteration 0 of detailed routing was 92. The vertical die dimension reported for this design is 129 um.

Area used by sequential logic in the layout landed at 0 sq um. The most critical hold endpoint after final layout shows a slack of 816 ps. STA puts the critical path data arrival time at 1200 ps. The report puts the hold buffer count at CTS at 0. Flip-flop and latch count landed at 0. Total die size landed at 0.0166 sq mm. The post-route netlist has 56.6% of its cells at a drive strength greater than 1.

Number of warning messages in the yosys log landed at 1. The region available for standard cell placement spans 0.0115 sq mm. Gate count after technology mapping landed at 232. Number of global-route vias before repair landed at 3025.

Looking at the VDD voltage map, the peak drop is 0.214 mV. Number of cells in the design after placement landed at 554. In this run, flip-flops and latches consume 0% of the power.

For this run, the share of the core covered by cells in the final layout is 39.7%. Measured along the x axis, the die boundary spans 129 um. The largest total area in the synthesized netlist belongs to sky130_fd_sc_hd__a211oi_1.

The synthesized netlist was found by Yosys to have 232 cells. Remaining design rule violation count landed at 0. The worst setup path is launched from a primary input. The routed design shows a via density per instance of 5.04. Total net switching power landed at 0.000800 W.

After its last routability iteration, the placer logged a weighted congestion of 0.845. Time the final worst path needs with I/O delays and setup landed at 1400 ps. Number of detailed-routing iterations run before antenna repair landed at 4.

Netlist area before placement landed at 0.00144 sq mm. Starting density of the core landed at 12.5%. The layout has 0 clock buffers.

The initial antenna violation count was 0. At the pin with the least slew margin, the transition time is 382 ps. Number of endpoints with negative hold slack in the final report landed at 0. The path class of the tightest hold or removal check is primary input to output port.

Total wire length landed at 12100 um. In the synthesis report, Yosys lists the chip area as 0.00144 sq mm. Combinational power share landed at 100.0%. Reported max-cap violation count landed at 0. The run finished, with violations left. For reference, the post-synthesis area per instance comes to 6.22 sq um. The worst setup path is of the primary input to output port kind.

Warnings raised by the tools during the run amount to 36. The main area contributors are sky130_fd_sc_hd__a211oi_1, sky130_fd_sc_hd__nor4_1, sky130_fd_sc_hd__nor2b_1, sky130_fd_sc_hd__nor2_1, sky130_fd_sc_hd__buf_6. Between the synthesized netlist and the finished layout, the area growth was recorded as 217%. The count of buffers added on input and output ports is 197. Count of endpoints failing setup in the final report landed at 64. The required time at the worst endpoint is listed as 800 ps.

Largest fanout on the critical path landed at 7. Row generation in the floorplan step produced 39 rows. Area share of the leading cell type in the synthesized netlist landed at 31.7%.

The final reports fail on negative setup slack. Internal power of the cells landed at 0.00113 W. The first global-routing pass estimated 17700 um of wire.
==> critical path, stage by stage <==
cell and delay (ps):
sky130_fd_sc_hd__buf_8 100, sky130_fd_sc_hd__or2_4 270, sky130_fd_sc_hd__buf_12 150, sky130_fd_sc_hd__buf_12 140, sky130_fd_sc_hd__a211oi_2 200, sky130_fd_sc_hd__buf_2 130
==> logic make-up (layout without fill, tap and decap cells) <==
logic type             after synthesis  count (layout)  synth area share, %
buffers and inverters               38             239                 14.8
and+or+nand+nor                    130             130                 50.8
AOI/OAI and AO/OA                   64              64                 34.3
==> cell usage after synthesis <==
master and number:
sky130_fd_sc_hd__nor4_1 64, sky130_fd_sc_hd__a211oi_1 61, sky130_fd_sc_hd__nor2_1 32, sky130_fd_sc_hd__nor2b_1 32
sky130_fd_sc_hd__clkbuf_1 23, sky130_fd_sc_hd__buf_6 8, sky130_fd_sc_hd__buf_2 5, sky130_fd_sc_hd__a211oi_2 3
sky130_fd_sc_hd__or2_1 2, sky130_fd_sc_hd__buf_4 1, sky130_fd_sc_hd__clkbuf_2 1
==> layout by cell type, fill, tap and decap left out <==
cell / instances
sky130_fd_sc_hd__nor4_2: 23
sky130_fd_sc_hd__nor2_4: 2
sky130_fd_sc_hd__buf_4: 11
sky130_fd_sc_hd__dlygate4sd2_1: 11
sky130_fd_sc_hd__buf_8: 6
sky130_fd_sc_hd__buf_6: 14
sky130_fd_sc_hd__nor2b_2: 13
sky130_fd_sc_hd__nor4_1: 24
sky130_fd_sc_hd__clkbuf_16: 2
sky130_fd_sc_hd__clkdlybuf4s50_1: 97
sky130_fd_sc_hd__or2_4: 2
sky130_fd_sc_hd__nor2b_4: 1
sky130_fd_sc_hd__buf_12: 9
sky130_fd_sc_hd__nor4_4: 17
sky130_fd_sc_hd__buf_16: 5
sky130_fd_sc_hd__a211oi_4: 4
sky130_fd_sc_hd__nor2_2: 12
sky130_fd_sc_hd__nor2b_1: 18
sky130_fd_sc_hd__buf_2: 64
sky130_fd_sc_hd__nor2_1: 18
sky130_fd_sc_hd__dlymetal6s2s_1: 20
sky130_fd_sc_hd__a211oi_2: 60
==> power groups by stage <==
stage         Sequential, W  Combinational [W]  Clock, W
CTS                       0            0.00184         0
global route              0            0.00206         0
finish                    0            0.00193         0
==> metal layers <==
metal | vias to the layer above | share of wire [%] | track usage [%]
met5 | - | 0 | 0
met1 | 1395 | 44 | 17.3
met4 | 0 | 0.72 | 0.602
met3 | 6 | 9.7 | 4.38
met2 | 164 | 46 | 21.6
li1 | 1338 | - | -
==> layout make-up <==
class | instances | area, sq um
tap | 143 | 179
timing repair buffer | 239 | 2340
fill | 1111 | 6950
multi-input combinational | 194 | 2050
==> stage by stage <==
step	TNS [ps]	area (sq um)	setup WS (ps)
detailed placement	-70280	3580	-1200
finish	-21030	4570	-396
CTS	-21990	4310	-414
global route	-23610	4570	-445
global placement	-70260	3580	-1220
floorplan	-6890	1460	-129
==> final timing paths <==
path       to  cells after the start         startpoint  slack, ps
max   Ain[11]                      6  bypassAfromLWinWB       -400
min   Bin[25]                      4    EXMEMALUOut[25]        820
==> timing repair <==
action / 4_1_cts / 5_1_grt
gates resized: 395 / 59
endpoints found under the setup margin: 64 / 64
gates cloned: 6 / 3
buffers inserted: 15 / 0
pin swaps: 25 / 25
Power and IR drop assume default switching activity.
