==> design/flow/config.mk <==
export PLATFORM = sky130hd
export DESIGN_NAME = Carry_Lookahead_16_Bit
export DESIGN_NICKNAME = Carry_Lookahead_16_Bit
export VERILOG_FILES = /design/flow/design.v
export SDC_FILE = /design/flow/constraint.sdc
export NUM_CORES = 4
export LEC_CHECK = 1
export CORE_AREA = 10 10 70 70
export DIE_AREA = 0 0 80 80
==> design/flow/run.sh <==
#!/bin/bash
# OpenROAD 26Q1-2900-gdf79404cd8, Yosys 0.63+post, stock flow scripts
make -C /OpenROAD-flow-scripts/flow DESIGN_CONFIG=/design/flow/config.mk WORK_HOME=/design/flow/orfs finish
==> design/flow/design.v <==
`timescale 1ns / 1ps
module CarryOuts(
    input C0,
    input P0,
    input P1,
    input P2,
    input P3,
    input G0,
    input G1,
    input G2,
    input G3,
    output C1,
    output C2,
    output C3,
    output C4
    );    
    assign C1 = (P0&C0) | G0;
    assign C2 = (P0&P1&C0) | (P1&G0) | G1;
    assign C3 = (P0&P1&P2&C0) | (P1&P2&G0) | (P2&G1);
    assign C4 = (P0&P1&P2&P3&C0) | (P1&P2&P3&G0) | (P2&P3&G1) | (P3&G2);
endmodule
`timescale 1ns / 1ps
module Carry_Block_1(
    output Cout,
    input [7:0] p,
    input [7:0] g,
    input Cin
    );
    assign Cout = g[0]|(p[0]&Cin);
endmodule
`timescale 1ns / 1ps
module Carry_Block_2(
    output Cout,
    input [7:0] p,
    input [7:0] g,
    input Cin
    );
    assign Cout = g[1] | (p[1]&g[0]) | (p[1]&p[0]&Cin);
endmodule
`timescale 1ns / 1ps
module Carry_Block_3(
    output Cout,
    input [7:0] p,
    input [7:0] g,
    input Cin
    );
    assign Cout = g[2] | (p[2]&g[1]) | (p[2]&p[1]&g[0]) | (p[2]&p[1]&p[0]&Cin);
endmodule
`timescale 1ns / 1ps
module Carry_Block_4(
    output Cout,
    input [7:0] p,
    input [7:0] g,
    input Cin
    );
    assign Cout = g[3] | (p[3]&g[2]) | (p[3]&p[2]&g[1]) | (p[3]&p[2]&p[1]&g[0]) | (p[3]&p[2]&p[1]&p[0]&Cin);
endmodule
`timescale 1ns / 1ps
module Carry_Lookahead_16_Bit (
    input [15:0] A,
    input [15:0] B,
    input Cin,
    output [15:0] S,
    output [15:0] Cout
    );
    wire C1,C2,C3,C4;
    wire P0,P1,P2,P3,G0,G1,G2,G3;
    wire cout1,cout2,cout3,cout4;
    Carry_Lookahead_Adder CLA0 (
		.A(A[3:0]),
		.B(B[3:0]),
		.Cin(Cin),
		.S(S[3:0]),
		.Cout(cout0),
		.P(P0),
		.G(G0)
	);
    Carry_Lookahead_Adder CLA1 (
		.A(A[7:4]),
		.B(B[7:4]),
		.Cin(C1),
		.S(S[7:4]),
		.Cout(cout1),
		.P(P1),
		.G(G1)
	);
    Carry_Lookahead_Adder CLA2 (
		.A(A[11:8]),
		.B(B[11:8]),
		.Cin(C2),
		.S(S[11:8]),
		.Cout(cout2),
		.P(P2),
		.G(G2)
	);
    Carry_Lookahead_Adder CLA3 (
		.A(A[15:12]),
		.B(B[15:12]),
		.Cin(C3),
		.S(S[15:12]),
		.Cout(cout3),
		.P(P3),
		.G(G3)
	);
	CarryOuts CO(
	    .C0(Cin),
	    .P0(P0),
		.P1(P1),
		.P2(P2),
		.P3(P3),
		.G0(G0),
		.G1(G1),
		.G2(G2),
		.G3(G3),
		.C1(C1),
		.C2(C2),
		.C3(C3),
		.C4(C4)
	);
	assign Cout = C4;
endmodule
`timescale 1ns / 1ps
module Carry_Lookahead_Adder(
    input [3:0] A,
    input [3:0] B,
    input Cin,
    output [3:0] S,
    output Cout,
    output P,
    output G
    );
wire [3:0] p;  
wire [3:0] g;  
wire [3:0] C;  
    assign C[0] = Cin;
    pg_Block        pg(A,B,p,g);
    SuperPG_Block   SuperPG(p,g,P,G);
    Carry_Block_1   CB1(C[1],p[3:0],g[3:0],C[0]);
    Carry_Block_2   CB2(C[2],p[3:0],g[3:0],C[0]);
    Carry_Block_3   CB3(C[3],p[3:0],g[3:0],C[0]);
    Carry_Block_4   CB4(Cout,p[3:0],g[3:0],C[0]);
    assign S[3:0] = C[3:0] ^ p[3:0];
endmodule
`timescale 1ns / 1ps
module SuperPG_Block(
       input[3:0] p,
       input[3:0] g,
       output[3:0] P,
       output[3:0] G
       );
    assign P = p[0]&p[1]&p[2]&p[3];
    assign G = g[3] | p[3]&g[2] | p[3]&p[2]&g[1] | p[3]&p[2]&p[1]&g[0];
endmodule
`timescale 1ns / 1ps
module pg_Block(
    input [3:0] A,
    input [3:0] B,
    output [3:0] p,
    output [3:0] g
    );
    assign p[0]= A[0] ^ B[0];
    assign p[1]= A[1] ^ B[1];
    assign p[2]= A[2] ^ B[2];
    assign p[3]= A[3] ^ B[3];
    assign g[0]= A[0]&B[0];
    assign g[1]= A[1]&B[1];
    assign g[2]= A[2]&B[2];
    assign g[3]= A[3]&B[3];
endmodule
==> design/flow/constraint.sdc <==
current_design Carry_Lookahead_16_Bit

set clk_period 7.7
set clk_io_pct 0.2

create_clock -name clk0 -period $clk_period

set non_clock_inputs [all_inputs -no_clocks]
set_input_delay [expr $clk_period * $clk_io_pct] -clock clk0 $non_clock_inputs
set_output_delay [expr $clk_period * $clk_io_pct] -clock clk0 [all_outputs]
==> results.cfg <==
; yosys + openroad results
[status]
run_status = completed

[drt]
drt_drc_violations_left = 0
drt_initial_violations = 9
detail_route.vias_per_cell = 4.25
overall_via_count_from_detail_route = 804
drt_pre_antenna_iters = 4
final_antenna_net_count = 0
routed_wl_um = 2220
wl_per_cell_um = 11.8
insertedDiodeCount = 0

[cts]
cts_repair_resize_count = 0
post_cts.repair.setup_buffers = 0
cts.hold.buffers_added = 0

[global_route]
global_route.overflow_total = 0
grt_max_degree = 8
antenna_found_initial = 0
grt_usage = 0.0656
grt_first_pass_wirelength_um = 3640
grt_pass1_vias = 841

[worst_setup_path]
endpoint_kind = output port
worstSetupPathType = primary input to output port
critPathMostFrequentCell = sky130_fd_sc_hd__clkdlybuf4s50_1
critPathSlowestCell = sky130_fd_sc_hd__fa_1
critical_path.cell_chain = clkdlybuf4s50_1 -> ha_1 -> o21ai_0 -> o21bai_2 -> nand4_1 -> a21oi_1 -> fa_1 -> clkdlybuf4s50_1
path_max_fanout = 4
critical-path-top-delay-family = buffers and inverters
crit_path_max_incr_delay_ps = 490
critPathLaunchType = primary input
timing.critical_path.depth = 8
critPathBufInv = 2
worst-endpoint-required_ps = 6160
timing.critical_path.arrival_ps = 4070

[final_timing]
setup_total_negative_slack_ps = 0
timing.fmax_mhz = 178
grt_setup_unrepaired = false
slew_viol_final = 0
hold_viol_final = 0
finalWorstPathRequiredPeriod_ps = 5610
hold-worst-slack_ps = 4160
setup_violations = 0
layout_worst_path_cycle_share = 0.728

[die]
placeableCoreArea_mm2 = 0.00342
initCoreUtil = 0.232
num_io_pins = 65
die_x_um = 80
die_height_um = 80
chipArea_mm2 = 0.00640
fp-row-count = 21

[yosys]
ys_seq_share = 0
syn_area_per_cell_um2 = 8.34
synthDominantAreaCellType = sky130_fd_sc_hd__ha_1
top_area_frac = 0.237
synth.lib_cells_used.distinct = 30
ys_chip_area_um2 = 792
yosysWarnings = 11
netlist_area_um2 = 792
post_synth_inst_count = 95
yosys_cells = 95
biggest_area_cells = sky130_fd_sc_hd__ha_1 (24%), sky130_fd_sc_hd__buf_4 (15%), sky130_fd_sc_hd__fa_1 (10%), sky130_fd_sc_hd__xnor2_1 (7.7%), sky130_fd_sc_hd__xor2_1 (5.5%)

[worst_hold_path]
min-delay-path-class = primary input to output port
worstHoldPathCells = 5

[job]
tool_warnings = 32
timing.max_cap.violations = 0

[power]
power-per-cell-area_mw_per_mm2 = 78.1
leakagePower_uw = 0.000561
ir_drop_uv = 32.6

[place]
port_buffers = 50
globalplace.congestion = 0.795
dp_hpwl_um = 2080
placement.cell_area_mm2 = 0.00128

[finish]
flow.area_growth_from_synthesis_pct = 61.9
layout.cells.most_common = sky130_fd_sc_hd__clkdlybuf4s50_1
design_area_mm2 = 0.00128
design.seq.count = 0
core_util_final = 0.375
clkbuf_count = 0
drive_above_1_share = 0.0280
layout_top_cells = sky130_fd_sc_hd__clkdlybuf4s50_1 (50), sky130_fd_sc_hd__ha_1 (15), sky130_fd_sc_hd__conb_1 (15), sky130_fd_sc_hd__xnor2_1 (7)
final-seq-area_um2 = 0
## where the power goes
group | total (uW) | internal, uW | switching (uW)
sequential | 0 | 0 | 0
combinational | 100 | 66.3 | 33.9
clock | 0 | 0 | 0
total | 100 | 66.3 | 33.9
## metal layers
metal  up-vias  part of all wire  track usage
met4         0                 0            0
met1       352              0.42       0.0775
met3         0              0.13       0.0295
li1        414                 -            -
met5         -                 0            0
met2        38              0.45        0.113
## cells by family (layout without fill, tap and decap cells)
group / Yosys count / after routing / synth area share
mux: 1 / 1 / 0.0126
other cells: 1 / 15 / 0.00473
compound gates: 25 / 25 / 0.232
xor+xnor: 12 / 12 / 0.133
buf+inv: 22 / 56 / 0.180
simple gates: 15 / 15 / 0.0995
fa+ha+maj: 19 / 19 / 0.338
## final timing paths
kind	startpoint	end	slack [ps]
worst min-delay path	B[11]	Cout[0]	4160
worst max-delay path	A[1]	S[12]	2090
## cell usage after synthesis, types with 3 or more instances
library cell / count
sky130_fd_sc_hd__a21o_1: 3
sky130_fd_sc_hd__a21oi_1: 6
sky130_fd_sc_hd__a31oi_1: 3
sky130_fd_sc_hd__buf_4: 16
sky130_fd_sc_hd__fa_1: 4
sky130_fd_sc_hd__ha_1: 15
sky130_fd_sc_hd__inv_1: 6
sky130_fd_sc_hd__nor3_1: 4
sky130_fd_sc_hd__xnor2_1: 7
sky130_fd_sc_hd__xor2_1: 5
## through the flow
| step | std cells | power, uW | setup WS [ps] |
|---|---|---|---|
| global placement | 189 | 102 | 2040 |
| CTS | 189 | 103 | 2030 |
| finish | 189 | 100 | 2090 |
| global route | 189 | 112 | 1930 |
| detailed placement | 189 | 102 | 2050 |
| floorplan | 109 | 46.0 | 3200 |
## final cells by class
type	instances	area [um^2]
tap	46	57.6
multi-input combinational	87	702
timing repair buffer	50	500
inverter	6	22.5
fill	353	2130
Power and IR drop assume default switching activity.
